[design.v]
module ex4 
 ( input logic [7:0]a,b,
	input logic clk,rst,
				input logic [2:0] sw,
				output logic [15:0] y);
	logic [15:0] p1,p2,p3;			
always @*begin 
case  (sw) 
		3'b000: 
					y = p1;
		3'b001: 	
					y = p2;
		3'b010: 	
					y = p3;
	default: 
				y = '0;
endcase 
end 
ex3 nhan (.a(a),.b(b),.clk(clk),.p(p3));						
ex2 tru (.a(a),.b(b),.clk(clk),.out(p2),.c_in(1'b1),.rst(rst));
ex2 cong (.a(a),.b(b),.clk(clk),.out(p1),.c_in(1'b0),.rst(rst));	
endmodule 
module ex2 ( input logic clk,rst,c_in,
				input logic [7:0] a,b,
				output logic [7:0] out);
 logic [7:0] a_ff,b_ff;
 logic [7:0] f_ff;
 logic c_out,overflow;
 always_ff @(posedge clk) begin
 if (rst)
	out <= 8'b00000000;
else 
	out <= f_ff;
	end 
 always_ff @(posedge clk) begin 
 b_ff <= b;
  a_ff <= a;
  end
overflow2 ovrfl (.a(a_ff),.b(b_ff),.c_in(c_in),.sum(f_ff));
endmodule
module overflow2 (
		input logic [7:0] a,b,c_in,
		output logic [7:0] c_out, sum);
adder1 add0 (.a(a[0]),.b(b[0]^ c_in),.c_in(c_in),.c_out(c_out[0]),.sum(sum[0]));
adder1 add1 (.a(a[1]),.b(b[1]^ c_in),.c_in(c_out[0]),.c_out(c_out[1]),.sum(sum[1]));
adder1 add2 (.a(a[2]),.b(b[2]^ c_in),.c_in(c_out[1]),.c_out(c_out[2]),.sum(sum[2]));
adder1 add3 (.a(a[3]),.b(b[3]^ c_in),.c_in(c_out[2]),.c_out(c_out[3]),.sum(sum[3]));
adder1 add4 (.a(a[4]),.b(b[4]^ c_in),.c_in(c_out[3]),.c_out(c_out[4]),.sum(sum[4]));
adder1 add5 (.a(a[5]),.b(b[5]^ c_in),.c_in(c_out[4]),.c_out(c_out[5]),.sum(sum[5]));
adder1 add6 (.a(a[6]),.b(b[6]^ c_in),.c_in(c_out[5]),.c_out(c_out[6]),.sum(sum[6]));
adder1 add7 (.a(a[7]),.b(b[7]^ c_in),.c_in(c_out[6]),.c_out(c_out[7]),.sum(sum[7]));
		endmodule
module adder1 (	
	input logic a,b,c_in,
	output logic c_out, sum);
		assign c_out = (a & b)  | (a ^ b ) & c_in;
		assign sum = a ^ b ^ c_in;
	endmodule 
module ex3 (
			input logic [7:0] a,b,
			input logic clk,
			output logic [15:0] p);
	logic [7:0] a_ff,b_ff;
	logic [15:0] p_ff;		
always_ff @(posedge clk) begin
a_ff <= a;
b_ff <= b;
p <= p_ff;
end
multi mulitplier (.a(a_ff),.b(b_ff),.p(p_ff));
endmodule 
module multi (
	input logic [7:0] a, b,
	input logic cin,
	output logic [15:0] p
);
wire [7:0] sum1, sum2, sum3, sum4, sum5, sum6, sum7;
wire [0:0] carry1, carry2, carry3, carry4, carry5, carry6, carry7;
and (p[0], a[0], b[0]);
adder fa1 (
	.sum(sum1),
	.a0(a[1] & b[0]),
	.a1(a[2] & b[0]),
	.a2(a[3] & b[0]),
	.a3(a[4] & b[0]),
	.a4(a[5] & b[0]),
	.a5(a[6] & b[0]),
	.a6(a[7] & b[0]),
	.a7(1'b0),
	.b0(a[0] & b[1]),
	.b1(a[1] & b[1]),
	.b2(a[2] & b[1]),
	.b3(a[3] & b[1]),
	.b4(a[4] & b[1]),
	.b5(a[5] & b[1]),
	.b6(a[6] & b[1]),
	.b7(a[7] & b[1]),
	.cin(cin),
	.cout(carry1)
);
adder fa2 (
	.sum(sum2),
	.a0(sum1[1]),
	.a1(sum1[2]),
	.a2(sum1[3]),
	.a3(sum1[4]),
	.a4(sum1[5]),
	.a5(sum1[6]),
	.a6(sum1[7]),
	.a7(carry1),
	.b0(a[0] & b[2]),
	.b1(a[1] & b[2]),
	.b2(a[2] & b[2]),
	.b3(a[3] & b[2]),
	.b4(a[4] & b[2]),
	.b5(a[5] & b[2]),
	.b6(a[6] & b[2]),
	.b7(a[7] & b[2]),
	.cin(cin),
	.cout(carry2)
);
adder fa3 (
	.sum(sum3),
	.a0(sum2[1]),
	.a1(sum2[2]),
	.a2(sum2[3]),
	.a3(sum2[4]),
	.a4(sum2[5]),
	.a5(sum2[6]),
	.a6(sum2[7]),
	.a7(carry2),
	.b0(a[0] & b[3]),
	.b1(a[1] & b[3]),
	.b2(a[2] & b[3]),
	.b3(a[3] & b[3]),
	.b4(a[4] & b[3]),
	.b5(a[5] & b[3]),
	.b6(a[6] & b[3]),
	.b7(a[7] & b[3]),
	.cin(cin),
	.cout(carry3)
);
adder fa4 (
	.sum(sum4),
	.a0(sum3[1]),
	.a1(sum3[2]),
	.a2(sum3[3]),
	.a3(sum3[4]),
	.a4(sum3[5]),
	.a5(sum3[6]),
	.a6(sum3[7]),
	.a7(carry3),
	.b0(a[0] & b[4]),
	.b1(a[1] & b[4]),
	.b2(a[2] & b[4]),
	.b3(a[3] & b[4]),
	.b4(a[4] & b[4]),
	.b5(a[5] & b[4]),
	.b6(a[6] & b[4]),
	.b7(a[7] & b[4]),
	.cin(cin),
	.cout(carry4)
);
adder fa5 (
	.sum(sum5),
	.a0(sum4[1]),
	.a1(sum4[2]),
	.a2(sum4[3]),
	.a3(sum4[4]),
	.a4(sum4[5]),
	.a5(sum4[6]),
	.a6(sum4[7]),
	.a7(carry4),
	.b0(a[0] & b[5]),
	.b1(a[1] & b[5]),
	.b2(a[2] & b[5]),
	.b3(a[3] & b[5]),
	.b4(a[4] & b[5]),
	.b5(a[5] & b[5]),
	.b6(a[6] & b[5]),
	.b7(a[7] & b[5]),
	.cin(cin),
	.cout(carry5)
);
adder fa6 (
	.sum(sum6),
	.a0(sum5[1]),
	.a1(sum5[2]),
	.a2(sum5[3]),
	.a3(sum5[4]),
	.a4(sum5[5]),
	.a5(sum5[6]),
	.a6(sum5[7]),
	.a7(carry5),
	.b0(a[0] & b[6]),
	.b1(a[1] & b[6]),
	.b2(a[2] & b[6]),
	.b3(a[3] & b[6]),
	.b4(a[4] & b[6]),
	.b5(a[5] & b[6]),
	.b6(a[6] & b[6]),
	.b7(a[7] & b[6]),
	.cin(cin),
	.cout(carry6)
);
adder fa7 (
	.sum(sum7),
	.a0(sum6[1]),
	.a1(sum6[2]),
	.a2(sum6[3]),
	.a3(sum6[4]),
	.a4(sum6[5]),
	.a5(sum6[6]),
	.a6(sum6[7]),
	.a7(carry6),
	.b0(a[0] & b[7]),
	.b1(a[1] & b[7]),
	.b2(a[2] & b[7]),
	.b3(a[3] & b[7]),
	.b4(a[4] & b[7]),
	.b5(a[5] & b[7]),
	.b6(a[6] & b[7]),
	.b7(a[7] & b[7]),
	.cin(cin),
	.cout(carry7)
);
assign p[15:1] = {carry7, sum7[7:0], sum6[0], sum5[0], sum4[0], sum3[0], sum2[0], sum1[0]};
endmodule
module adder (
	input logic [0:0] a0, a1, a2, a3, a4, a5, a6, a7,
	input logic [0:0] b0, b1, b2, b3, b4, b5, b6, b7,
	input logic cin,
	output logic [7:0] sum, cout,
	output logic [8:0] total
);
logic [7:0] carry;
FA FA0 (.sum(sum[0]), .a(a0), .b(b0^cin), .cin(cin), .cout(carry[0]));
FA FA1 (.sum(sum[1]), .a(a1), .b(b1^cin), .cin(carry[0]), .cout(carry[1]));
FA FA2 (.sum(sum[2]), .a(a2), .b(b2^cin), .cin(carry[1]), .cout(carry[2]));
FA FA3 (.sum(sum[3]), .a(a3), .b(b3^cin), .cin(carry[2]), .cout(carry[3]));
FA FA4 (.sum(sum[4]), .a(a4), .b(b4^cin), .cin(carry[3]), .cout(carry[4]));
FA FA5 (.sum(sum[5]), .a(a5), .b(b5^cin), .cin(carry[4]), .cout(carry[5]));
FA FA6 (.sum(sum[6]), .a(a6), .b(b6^cin), .cin(carry[5]), .cout(carry[6]));
FA FA7 (.sum(sum[7]), .a(a7), .b(b7^cin), .cin(carry[6]), .cout(cout));
assign total = {cout, sum[7:0]};
endmodule
module FA (
	input logic a, b, cin,
	output logic sum, cout
);
assign sum = a^b^cin;
assign cout = a&b | b&cin | cin&a;
endmodule 
[config.mk]
export PLATFORM = sky130hd
export DESIGN_NAME = ex4
export DESIGN_NICKNAME = ex4
export VERILOG_FILES = /design/flow/design.v
export SDC_FILE = /design/flow/constraint.sdc
export NUM_CORES = 4
export LEC_CHECK = 1
export CORE_AREA = 10 10 103 103
export DIE_AREA = 0 0 113 113
[run.sh]
#!/bin/bash
# OpenROAD 26Q1-2900-gdf79404cd8, Yosys 0.63+post, stock flow scripts
make -C /OpenROAD-flow-scripts/flow DESIGN_CONFIG=/design/flow/config.mk WORK_HOME=/design/flow/orfs finish
[constraint.sdc]
current_design ex4

set clk_period 3.8
set clk_io_pct 0.2

create_clock -name clk0 -period $clk_period [get_ports {clk}]

set non_clock_inputs [all_inputs -no_clocks]
set_input_delay [expr $clk_period * $clk_io_pct] -clock clk0 $non_clock_inputs
set_output_delay [expr $clk_period * $clk_io_pct] -clock clk0 [all_outputs]
==> flow_metrics.py <==
# Auto-generated metrics
metrics = {
    "yosys": {
        "synthFlopType": "dfxtp_1",
        "postSynthCellCount": 106,
        "synthArstFlopShare": 0,
        "ys_top_cells_by_area": "dfxtp_1 (51%), fa_1 (19%), mux2i_1 (5.6%)",
        "synth_flops": 32,
        "edf_count": 0,
        "synth.top_cell.area_share": 0.5089,
        "yosysChipArea_um2": 1259,
        "synth_area_leader_cell": "dfxtp_1",
        "ys_seq_share": 0.5089,
        "ys_types": 17,
        "synth.avg_cell_area_um2": 11.87,
        "yosysWarnings": 24,
        "yosysCellCount": 106,
        "synth_area_um2": 1259,
    },
    "global_routing": {
        "grt_pass1_wl_um": 3401,
        "grt_pass1_vias": 730,
        "gr-total-overflow": 0,
        "antenna_found_initial": 0,
        "grt_usage": 0.03261,
        "grt_max_degree": 18,
    },
    "power_and_ir_drop": {
        "power.net_switching_w": 0.0001536,
        "p_int_w": 0.0005646,
        "pwr-share-comb": 0.124,
        "p_leak_nw": 0.7050,
        "power.density_nw_per_um2": 417.1,
        "p_clk_frac": 0.353,
        "pwr-share-seq": 0.523,
        "ir_worst_vdd_mv": 0.1180,
        "swShare": 0.2139,
    },
    "drt": {
        "vias": 691,
        "m1WireLength_um": 727,
        "wl_per_cell_um": 8.786,
        "dr.max_layer_used": "met4",
        "via_per_inst": 2.844,
        "num_antenna_cells": 0,
        "met3_length_um": 193,
        "routed-wl-met2_um": 1142,
        "drtAntennaViolNets": 0,
        "drt-pass1-iter-count": 3,
        "routed_wirelength_um": 2135,
        "drc": 0,
        "drt-initial-drc-count": 21,
    },
    "final_timing": {
        "fin_skew_ps": 2.312,
        "fmax_mhz": 276.4,
        "tightest_slew_ps": 545.9,
        "min_period_ps": 3618,
        "fin_crit_sh": 0.9522,
        "maxSlewHeadroom": 0.6349,
        "hold_viol_final": 0,
        "rsz0062_at_grt": "no",
        "slew_viol_final": 0,
        "setup_viol": 0,
    },
    "worst_setup_path": {
        "cp-start-kind": "flop",
        "end_kind": "flop",
        "cp_max_fo": 2,
        "cp-endpoint": "cong.out[7]",
        "timing.rr.end": "cong.out[7]",
        "cp.required_ps": 3960,
        "worstSetupPathType": "flop to flop",
        "r2r_slack_ps": 180,
        "cp-startpoint": "tru.b_ff[0]",
        "worst_r2r_path_depth": 11,
        "cp.arrival_ps": 3780,
        "timing.rr.start": "tru.b_ff[0]",
    },
    "clock_network": {
        "clkSlewWorstSetupHoldPaths_ps": 60,
        "cts_buffers": 5,
        "cts_buffer_depth": 2,
        "clock_latency_ps": 270,
        "cts_hold_buf": 0,
        "cts_sinks": 32,
        "cts-resized-gates": 2,
        "root_buffer": "clkbuf_8",
        "cts_tree": "yes",
        "cts_setup_buffers": 0,
        "h-tree-depth": 2,
    },
    "final_layout": {
        "areaGrowthSynthToFinish_pct": 36.78,
        "final_design_area_no_fill_um2": 1722,
        "mi_logic_area_um2": 539.3,
        "nFillCells": 867,
        "final_util": 0.2074,
        "regArea_um2": 640.6,
        "drive_gt1_frac": 0.1014,
    },
    "min_path": {
        "hp-class": "flop to flop",
        "hp-start": "tru.a_ff[0]",
    },
    "placement": {
        "port_buffers": 28,
        "gp_congestion": 0.7401,
        "placed_cell_area_um2": 1619,
        "hpwl_um": 1828,
    },
    "status": {
        "status": "complete, no violations",
    },
    "floorplanning": {
        "chipArea_um2": 12770,
        "die_y_um": 113,
        "ios": 37,
        "core_area_um2": 8299,
        "num_rows": 33,
        "dieWidth_um": 113,
        "fp_util": 0.1517,
    },
    "flow_run": {
        "tool_warnings": 26,
        "cap_violations": 0,
    },
}
-- synth_stat cells, types with 2 or more instances --
cell,n
dfxtp_1,32
nor2b_1,7
nor2_1,17
mux2_2,2
inv_1,10
ha_1,2
fa_1,12
mux2i_1,7
buf_4,9
-- cells in the final DEF (no fill, tap or decap) --
cell / n
clkinv_2: 2
xnor2_1: 1
or2_0: 1
inv_1: 10
mux2i_1: 7
clkdlybuf4s50_1: 28
nor2b_1: 7
nor2_1: 17
clkbuf_8: 6
nand3b_1: 1
ha_1: 2
a21oi_1: 1
nand2b_1: 1
fa_1: 8
mux2_2: 2
dfxtp_1: 32
fa_2: 4
conb_1: 8
-- cell families after synthesis --
| logic type | after synthesis | synth area share |
|---|---|---|
| AND-OR/OR-AND | 1 | 0.003972 |
| flip-flops | 32 | 0.5089 |
| buffers and inverters | 21 | 0.09144 |
| multiplexers | 9 | 0.07356 |
| other | 1 | 0.002979 |
| XOR/XNOR | 1 | 0.006960 |
| adder cells (fa/ha/maj) | 14 | 0.2107 |
| AND/OR/NAND/NOR | 27 | 0.1014 |
-- cell type report --
type / instances / share of cell area
clock inverter: 2 / 0.005814
timing repair buffer: 28 / 0.1628
inverter: 10 / 0.02180
clock buffer: 6 / 0.04797
sequential: 32 / 0.3721
multi-input combinational: 60 / 0.3132
tap: 105 / 0.07631
-- sequential cells by signal (all words and copies together), names as in the netlist --
signal,flops
cong.out,8
nhan.p,1
tru.a_ff,8
tru.b_ff,8
tru.out,7
-- layer usage --
metal | vias up | GRT usage
li1 | 361 | -
met5 | - | 0
met4 | 0 | 0.01100
met1 | 305 | 0.02989
met2 | 21 | 0.06068
met3 | 4 | 0.01603
-- worst min-delay path by stage --
stage           end  slack [ps]  depth (start not counted)
6_report  nhan.p[0]         520                          1
5_1_grt   nhan.p[0]         560                          1
4_1_cts   nhan.p[0]         530                          1
-- power by group through the flow --
stage | Clock, W | Combinational, W | Sequential [W]
final | 0.000253 | 0.0000893 | 0.000375
after CTS | 0.000265 | 0.0000917 | 0.000376
after global routing | 0.000279 | 0.000107 | 0.000378
-- worst max-delay path: stages (launching register included) --
cell and delay, ps:
dfxtp_1 320, ha_1 200, inv_1 80, fa_1 170, inv_1 50, fa_1 450
fa_1 460, fa_1 460, fa_1 470, fa_1 440, nor2b_1 130, mux2_2 270
-- per-stage QoR --
stage	power, W	hold slack, ps	cells	setup TNS [ps]	setup slack (ps)
after CTS	0.0007324	527.9	243	0	41.19
after global placement	0.0004722	502.7	235	-10.95	-10.95
after global routing	0.0007637	559.5	243	0	1.762
after floorplan	0.0004393	484.9	113	0	92.12
after detailed placement	0.0004733	510.4	235	-39.63	-39.63
final	0.0007182	519.8	243	0	181.8
Power is estimated from default activity; no workload was simulated.
